==> flow/design.v <==
module regfile
	(input clk,
	input reset,
	input write,
	input [4:0] wrAddrD,
	input [4:0] rdAddrA,
	input [4:0] rdAddrB,
	input [31:0] wrDataD,
	output [31:0] rdDataA,
	output [31:0] rdDataB);
	reg [31:0] regfile [0:31];
	integer j;
	initial begin
		for (j = 0; j < 32; j = j + 1) begin
			regfile[j] <= 0;
		end
	end
	assign rdDataA = regfile[rdAddrA];
	assign rdDataB = regfile[rdAddrB];
	integer i;
	always @(negedge clk) begin
	if (reset) begin
		for (i = 0; i < 32; i = i + 1) begin
			regfile[i] <= 0;
		end
	end else begin
			if (write) begin
				if (wrAddrD != 0)
					regfile[wrAddrD] <= wrDataD;
			end
		end  
	regfile[0] <= 0;
	end
endmodule 
==> flow/run.sh <==
#!/bin/bash
# OpenROAD 26Q1-2900-gdf79404cd8, Yosys 0.63+post, stock flow scripts
make -C /OpenROAD-flow-scripts/flow DESIGN_CONFIG=/design/flow/config.mk WORK_HOME=/design/flow/orfs finish
==> flow/config.mk <==
export PLATFORM = sky130hd
export DESIGN_NAME = regfile
export DESIGN_NICKNAME = regfile
export VERILOG_FILES = /design/flow/design.v
export SDC_FILE = /design/flow/constraint.sdc
export NUM_CORES = 4
export LEC_CHECK = 1
export CORE_UTILIZATION = 30
export SYNTH_HDL_FRONTEND = slang
==> flow/constraint.sdc <==
current_design regfile

set clk_period 16.0
set clk_io_pct 0.2

create_clock -name clk0 -period $clk_period [get_ports {clk}]

set non_clock_inputs [all_inputs -no_clocks]
set_input_delay [expr $clk_period * $clk_io_pct] -clock clk0 $non_clock_inputs
set_output_delay [expr $clk_period * $clk_io_pct] -clock clk0 [all_outputs]
==> results.toml <==
# generated from flow reports
[synth]
postSynthAreaPerCell_um2 = 12.1
synth_cells = 4605
synth.ff_latch_count = 1024
top_cells_by_area = "edfxtp_1 (53%), mux2i_1 (18%), and2_1 (11%)"
synth_seq_share = 0.545
yosysUniqueCellTypes = 32
synth_area_leader_cell = "edfxtp_1"
yosysTopAreaCellShare = 0.534
yosys_warnings = 0
ys_area_um2 = 55800
synthesis.area_um2 = 55800
ys_cells = 4605

[pwr]
p_comb_frac = 0.102
power-per-cell-area_nw_per_um2 = 115
seqPwrFrac = 0.414
clockPowerShare = 0.483
switchingPower_mw = 2.39
internal_power_mw = 5.30
power_leakage_nw = 29.5
irDropWorstVdd_uv = 94.3
swShare = 0.310

[die]
placementRows = 157
die_w_um = 433
ios = 114
fp-utilization = 0.304
die_y_um = 433
core-area_um2 = 184000
dieArea_um2 = 188000

[place]
pre_cts_ws_ns = 1.35
placed_area_um2 = 59000
place_congestion = 0.927
portBuffers = 113
hpwl_um = 117000

[timing]
setup_ws_ns = 1.58
report.final.hold_viol_count = 0
slew_violations = 0
worstMarginPinSlew_ns = 1.02
tns_ns = 0
rsz0062_at_grt = "no"
slew_headroom = 0.314
setup_viol = 0

[route]
wire_per_inst_um = 23.0
drt-total-wl_um = 187000
drtPass1Iterations = 5
viasPerCell = 5.00
vias = 40694
drc = 0
drtAntennaViolNets = 0
drt-initial-drc-count = 2521

[worst_setup_path]
crit_type = "register to output port"
worst-path-buf-inv = 1
crit_path_end_kind = "output port"
path_depth = 6
cp_data_arrival_time_ns = 11.22
crit_path_top_delay_cell = "nor3_1"
startpoint = "regfile[2][10]$_SDFFCE_NN0P_"
start_kind = "register"
max_stage_delay_ns = 0.82
path_max_fanout = 2
crit_family = "simple AND/OR/NAND/NOR gates"
cp.required_ns = 12.80
path_cells = "mux2i_1 > a22o_1 > nor3_1 > a31oi_1 > nand3_1 > clkdlybuf4s50_1"

[worst_hold_path]
min_to = "rdDataB[22]"
holdPathStages = 6
hp-class = "input port to output port"
hold_start = "rdAddrB[1]"

[global_route]
grt_pass1_wl_um = 270000
grt_overflow = 0
grt_use_total = 0.207
grt_pass1_vias = 43218
grt_max_degree = 98
antenna_found_initial = 5

[finish]
fillers = 17670
flop_area_um2 = 30400
comb_area_um2 = 23300
fin_area_um2 = 66700
synthToLayoutAreaGrowth_pct = 19.6
regMostFlops = "regfile"
drive_above_1_share = 0.0709
largest_register_ffs = 1024
largestRegisters = "regfile: 1024 flops"

[clock_network]
post_cts_buffers = 0
cts_tree = "built"
cts_root_buffer = "clkbuf_16"
cts.sinks = 1024
cts_resized = 0
hold_buffers = 0
clockBufferDepth = 3
cts_buffers = 117
h-tree-depth = 3
clk_pin_slew_worst_paths_ns = 0.03

[outcome]
status = "completed"

[job]
warning_count = 1027
maxCapViolations = 0
-- worst min-delay path, delay by kind of cell --
family	cells	cell delay, ns
buffers and inverters	2	0.76
AND/OR/NAND/NOR	2	0.23
multiplexers	1	0.21
AND-OR/OR-AND	1	0.16
-- metal layers --
metal | up-vias | global-route usage | part of all wire
met5 | - | 0 | 0
met2 | 1747 | 0.308 | 0.47
met3 | 335 | 0.123 | 0.12
met1 | 19835 | 0.242 | 0.37
met4 | 0 | 0.0955 | 0.038
li1 | 18777 | - | -
-- stage by stage --
step,util,hold slack (ns),cells,power (mW)
final,0.363,7.84,8144,7.69
after global placement,0.321,7.85,6901,4.37
after floorplan,-,6.66,4636,4.02
after detailed placement,0.321,7.85,6901,4.38
after CTS,0.363,7.85,8137,7.80
after global routing,0.363,7.87,8140,8.16
-- power groups by stage --
stage / clock, mW / sequential (mW) / combinational [mW]
CTS: 3.84 / 3.19 / 0.783
global route: 4.13 / 3.20 / 0.830
finish: 3.72 / 3.19 / 0.786
-- Yosys cell counts --
| library cell | instances |
|---|---|
| a21oi_1 | 192 |
| a22o_1 | 128 |
| a22oi_1 | 192 |
| a31oi_1 | 64 |
| and2_1 | 994 |
| buf_1 | 23 |
| buf_2 | 46 |
| buf_4 | 66 |
| buf_6 | 48 |
| clkbuf_1 | 206 |
| clkbuf_2 | 53 |
| clkbuf_4 | 3 |
| conb_1 | 1 |
| dfxtp_1 | 32 |
| edfxtp_1 | 992 |
| inv_1 | 1 |
| mux2i_1 | 1024 |
| nand2_1 | 195 |
| nand2_2 | 1 |
| nand2b_1 | 5 |
| nand3_1 | 193 |
| nand3_2 | 1 |
| nand3b_1 | 3 |
| nand3b_2 | 1 |
| nor2_1 | 20 |
| nor2_2 | 7 |
| nor2_4 | 8 |
| nor2b_1 | 5 |
| nor3_1 | 64 |
| or2_2 | 33 |
| or3_1 | 2 |
| or3b_4 | 2 |
-- layout by cell type, fill, tap and decap left out, types with 32 or more instances in the layout --
cell type	instances
and2_1	992
nand2_1	193
nor3_1	64
clkbuf_16	117
or2_2	33
clkdlybuf4s50_1	109
a22oi_1	192
a22o_1	128
nand3_1	193
buf_4	129
edfxtp_1	992
dfxtp_1	32
inv_1	1055
mux2i_1	1024
a31oi_1	64
a21oi_1	192
conb_1	32
-- kinds of logic after synthesis --
family,after synthesis,synth area share
and+or+nand+nor,1534,0.158
buffers and inverters,446,0.0433
AOI/OAI and AO/OA,576,0.0703
other,1,0.0000672
DFF,1024,0.545
muxes,1024,0.184
-- worst max path at each step --
stage              to  slack, ns
6_report  rdDataB[10]       1.58
5_1_grt   rdDataA[29]       1.42
4_1_cts    rdDataA[6]       1.56
-- area by class of cell --
class / count / share of cell area
Timing Repair Buffer: 246 / 0.0327
Tap cell: 2464 / 0.0462
Sequential cell: 1024 / 0.456
Clock buffer: 117 / 0.0439
Clock inverter: 1120 / 0.0722
Multi-Input combinational cell: 3166 / 0.349
Antenna cell: 7 / 0.000262
No activity file was given, so power comes from the tool's default toggle rates.
